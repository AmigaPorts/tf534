==> flow/design.v <==
`timescale 1ns / 1ps
module ata (
           input 	 CLK,
           input 	 AS,
           input 	 RW,
           input [23:0] A,
           input        WAIT,
           output [1:0] IDECS,
           output 	 IOR,
           output 	 IOW,
           output   DTACK,
           output 	 ACCESS
       );
wire GAYLE_IDE = ({A[23:15]} != {8'hDA,1'b0});
reg ASDLY = 1'b1;
reg ASDLY2 = 1'b1;
reg DTACK_INT = 1'b1;
reg IOR_INT = 1'b1;
reg IOW_INT = 1'b1;
always @(posedge CLK or posedge AS) begin
    if (AS == 1'b1) begin
        ASDLY <= 1'b1;
        ASDLY2 <= 1'b1;
    end else begin
        ASDLY <= AS;
        ASDLY2 <= ASDLY;
    end
end
always @(negedge CLK or posedge AS) begin
    if (AS == 1'b1) begin
        IOR_INT <= 1'b1;
        IOW_INT <= 1'b1;
        DTACK_INT <= 1'b1;
    end else begin
        IOR_INT <= ~RW | ASDLY | GAYLE_IDE;
        IOW_INT <=  RW | ASDLY2 | GAYLE_IDE;
        DTACK_INT <=  ASDLY2 | GAYLE_IDE;
    end
end
assign IOR = IOR_INT;
assign IOW = IOW_INT ;
assign DTACK = DTACK_INT;
assign IDECS = A[12] ? {GAYLE_IDE, 1'b1} : {1'b1, GAYLE_IDE};
assign ACCESS = GAYLE_IDE;
endmodule
`timescale 1ns / 1ps
module bus_top(
           input 	CLKCPU,
           input 	CLK7M,
           output HALT,
           output RESET,
           input 	BG20,
           input 	AS20,
           input 	DS20,
           input 	RW20,
           output 	RW,
           input [2:0] 	FC,
           input [1:0] 	SIZ,
           input [23:0] A,
           input 	BGACK,
           input 	VPA,
           input 	DTACK,
           output 	BG,
           output 	LDS,
           output 	UDS,
           output 	VMA,
           output 	E,
           output 	AS,
           output 	BERR,
           output   SPARE,
           input 	IDEWAIT,
           input 	INTCYCLE,
           output 	INT2,
           output 	BUSEN,
           output [1:0] DSACK,
           output 	AVEC,
           output 	CPCS,
           input 	CPSENSE,
           output [2:0] IPL,
           output 	IOR,
           output 	IOW,
           output [1:0] IDECS
       );
reg DS20DLY = 1'b1;
reg AS20DLY = 1'b1;
reg AS20DLY2 = 1'b1;
reg RW20DLY = 1'b1;
reg FASTCYCLE = 1'b1;
reg BUSEN_D = 1'b1;
reg CLK7MB2 = 1'b1;
reg BGACKD1 = 1'b1;
reg BGACKD2 = 1'b1;
reg AS_INT = 1'b1;
reg LDS_INT = 1'b1;
reg UDS_INT = 1'b1;
wire CPUSPACE = &FC;
wire FPUOP = CPUSPACE & ({A[19:16]} === {4'b0010});
wire BKPT = CPUSPACE & ({A[19:16]} === {4'b0000});
wire IACK = CPUSPACE & ({A[19:16]} === {4'b1111});
wire HIGHZ = ~BGACK | ~INTCYCLE;
wire DSACK1_SYNC;
wire VMA_SYNC;
m6800 M6800BUS(
          .CLK7M	( CLK7M			),
          .FC     ( FC           ),
          .AS20	( AS20			),
          .VPA		( VPA				),
          .VMA		( VMA_SYNC		),
          .E		( E				),
          .DSACK1	( DSACK1_SYNC 	)
      );
ata ATA (
        .CLK	( CLKCPU	),
        .AS	( AS20	),
        .RW	( RW20	),
        .A		( A		),
        .WAIT	( IDEWAIT),
        .IDECS( IDECS	),
        .IOR	( IOR		),
        .IOW	( IOW		),
        .DTACK( DTACK_IDE	),
        .ACCESS( GAYLE_IDE )
    );
assign SPARE = FPUOP | ~GAYLE_IDE;
wire FASTCYCLE_INT = AS20DLY2 | ~IDEWAIT | INTCYCLE;
reg S0MASK = 1'b1;
reg S4MASK = 1'b1;
reg CPCS_INT = 1'b1;
reg AVEC_INT = 1'b1;
always @(posedge CLK7M) begin
    S0MASK <= AS_INT;
end
always @(posedge CLK7M or posedge AS20) begin
    if (AS20 == 1'b1) begin
        AS_INT <= 1'b1;
        BUSEN_D <= 1'b1;
        LDS_INT <= 1'b1;
        UDS_INT <= 1'b1;
        S4MASK <= 1'b1;
    end else begin
        AS_INT <= AS20 | FPUOP | ~GAYLE_IDE | ~INTCYCLE | (~S0MASK & AS_INT);
        if (RW20 == 1'b1) begin
            BUSEN_D <= DS20 | FPUOP | ~GAYLE_IDE | ~INTCYCLE | (~S0MASK & AS_INT);
            UDS_INT <= DS20 | A[0] | FPUOP | ~GAYLE_IDE | ~INTCYCLE | (~S0MASK & AS_INT);
            LDS_INT <= DS20 | ({A[0], SIZ[1:0]} == 3'b001) | FPUOP | ~GAYLE_IDE | ~INTCYCLE | (~S0MASK & AS_INT);
        end else begin
            BUSEN_D <= DS20 | FPUOP | ~GAYLE_IDE | ~INTCYCLE | (~S0MASK & AS_INT);
            UDS_INT <= DS20 | AS_INT | A[0] | FPUOP | ~GAYLE_IDE | ~INTCYCLE | (~S0MASK & AS_INT);
            LDS_INT <= DS20 | AS_INT  | ({A[0], SIZ[1:0]} == 3'b001) | FPUOP | ~GAYLE_IDE | ~INTCYCLE | (~S0MASK & AS_INT);
        end
        S4MASK <= (AS_INT | DTACK) & DTACK_IDE;
    end
end
always @(posedge CLKCPU or posedge AS20) begin
    if (AS20 == 1'b1) begin
        AS20DLY <= 1'b1;
        AS20DLY2 <= 1'b1;
        RW20DLY <= 1'b1;
        DS20DLY <= 1'b1;
        FASTCYCLE <= 1'b1;
        CPCS_INT <= 1'b1;
        AVEC_INT <= 1'b1;
    end else begin
        AS20DLY <= AS20 | FPUOP;
        CPCS_INT <= ~FPUOP | AS20;
        AVEC_INT <= ~IACK | VPA;
        AS20DLY2 <= AS20DLY;
        RW20DLY <= RW20 | FPUOP;
        DS20DLY <= DS20 | FPUOP;
        FASTCYCLE <= FASTCYCLE_INT;
    end
end
wire VMA_INT = VMA_SYNC;
assign RW =   HIGHZ ? 1'bz : RW20;
assign AS =   HIGHZ ? 1'bz : AS_INT;
assign UDS =  HIGHZ ? 1'bz : UDS_INT;
assign LDS =  HIGHZ ? 1'bz : LDS_INT;
assign VMA =  HIGHZ ? 1'bz : VMA_INT;
assign DSACK[1] = FPUOP | (S4MASK | ~INTCYCLE) & DSACK1_SYNC & FASTCYCLE;
assign DSACK[0] = 1'bz;
assign BG = AS ?  BG20 : 1'bz;
assign AVEC = AVEC_INT;
assign IPL = 3'bzzz;
assign INT2 = 1'bz;
assign HALT = 1'bZ;
assign RESET = 1'bZ;
assign BERR = (CPCS_INT | ~CPSENSE) ? 1'bz : 1'b0;
assign CPCS = CPCS_INT;
assign BUSEN = BUSEN_D;
endmodule
`timescale 1ns / 1ps
module m6800(
           input 		CLK7M,
           input			AS20,
           input [2:0]	FC,
           input	 		VPA,
           output 		VMA,
           output reg 	E,
           output   DSACK1
       );
wire CPUSPACE = &FC;
reg [3:0] Q = 'h4;
reg VMA_SYNC = 1'b1;
reg DSACK1_SYNC = 1'b1;
initial begin
    E = 'b0;
end
always @(posedge CLK7M) begin
    if (Q == 'd9) begin
        Q <= 'd0;
    end else begin
        Q <= Q + 'd1;
        if (Q == 'd4) begin
            E <= 'b1;
        end
        if (Q == 'd8) begin
            E <= 'b0;
        end
    end
end
always @(posedge CLK7M or posedge VPA) begin
    if (VPA == 1'b1) begin
        VMA_SYNC <= 1'b1;
    end else begin
        if (Q == 'd9) begin
            VMA_SYNC <= 1'b1;
        end
        if (Q == 'd2) begin
            VMA_SYNC <= VPA | CPUSPACE;
        end
    end
end
always @(posedge CLK7M or posedge AS20) begin
    if (AS20 == 1'b1) begin
        DSACK1_SYNC <= 1'b1;
    end else begin
        if (Q == 'd9) begin
            DSACK1_SYNC <= 1'b1;
        end
        if (Q == 'd8) begin
            DSACK1_SYNC <= VMA_SYNC;
        end
    end
end
assign VMA = VMA_SYNC;
assign DSACK1 = DSACK1_SYNC;
endmodule
==> flow/run.sh <==
#!/bin/bash
# OpenROAD 26Q1-2900-gdf79404cd8, Yosys 0.63+post, stock flow scripts
make -C /OpenROAD-flow-scripts/flow DESIGN_CONFIG=/design/flow/config.mk WORK_HOME=/design/flow/orfs finish
==> flow/config.mk <==
export PLATFORM = sky130hd
export DESIGN_NAME = bus_top
export DESIGN_NICKNAME = bus_top
export VERILOG_FILES = /design/flow/design.v
export SDC_FILE = /design/flow/constraint.sdc
export NUM_CORES = 4
export LEC_CHECK = 1
export CORE_AREA = 10 10 94 94
export DIE_AREA = 0 0 104 104
==> flow/constraint.sdc <==
current_design bus_top

set clk_period 3.6
set clk_io_pct 0.2

create_clock -name clk0 -period $clk_period [get_ports {CLK7M}]
create_clock -name clk1 -period $clk_period [get_ports {CLKCPU}]

set non_clock_inputs [all_inputs -no_clocks]
set_input_delay [expr $clk_period * $clk_io_pct] -clock clk0 $non_clock_inputs
set_output_delay [expr $clk_period * $clk_io_pct] -clock clk0 [all_outputs]
==> impl_metrics.csv <==
group,metric,value,unit
synthesis,numSynthFlops,23,
critical_path,end_kind,"flip-flop",
detailed_routing,via_per_inst,3.33,
floorplan,ios,65,
synthesis,most_common_cell,"dfstp_2",
synthesis,topCellsByArea,"dfstp_2 42%, dfxtp_1 9.5%, buf_4 7.1%, ha_1 4.8%, nand2_1 3.9%",
placement,dp_cells,238,
cts,hold_buffers,0,
pwr,p_comb_frac,0.086,
critical_path,critPathMaxStageDelay,0.51,ns
timing,finClkSkew,0.0676,ns
grt,grt_antenna_before_repair,0,
synthesis,postSynthCellCount,101,
hold_path,min_path_type,"reg2reg",
detailed_routing,ant_nets,0,
outcome,status,"complete, but fails checks",
floorplan,rows,30,
critical_path,rrSetupSlack,1.07,ns
timing,rsz0062_at_grt,"yes",
grt,grt_max_degree,11,
placement,place_area,0.00155,mm²
critical_path,worst_setup_path_start_kind,"input pin",
synthesis,top_area_frac,0.424,
outcome,violations,"negative setup slack",
synthesis,syn-cell-area,0.00105,mm²
pwr,p_per_area,348,mW/mm²
critical_path,path_class,"in2reg",
synthesis,top_cells_by_count,"17 x dfstp_2, 11 x nand2_1, 10 x buf_4",
cts,cts.sinks,23,
pwr,peakVddDrop,0.000134,V
grt,grt_pass1_vias,902,
pwr,p_seq_frac,0.475,
timing,fin_ws,-0.154,ns
synthesis,postSynth.asyncResetShare,0.739,
detailed_routing,post-route-drc-count,0,
floorplan,core_area,0.00683,mm²
timing,setup_violations,3,
timing,fin_tns_setup,-0.287,ns
pwr,p_leak,0.689,nW
placement,place_ws,-0.861,ns
pwr,switching_share,0.193,
detailed_routing,routed_wl,2640,µm
synthesis,yosysWarnings,17,
grt,grt_overflow,0,
synthesis,seq_area_frac_synth,0.548,
critical_path,cp_cell_sequence,"buf_6 > or4b_1 > or4_4 > or3b_1",
final_layout,drive_above_1_share,0.248,
timing,hold_viol_final,0,
placement,port_buffers,38,
job,log.warning_count,50,
synthesis,synth_top_cell_by_area,"dfstp_2",
pwr,pwr-share-clk,0.439,
critical_path,cp_slowest_cell,"or4b_1",
synthesis,ys_cells,101,
cts,cts_tree,"built",
detailed_routing,vias,828,
detailed_routing,diodes,0,
synthesis,synth_chip_area,0.00105,mm²
detailed_routing,dr.pass1.iters,3,
final_layout,stdcell_count,249,
pwr,power_switching,111,µW
synthesis,synth_cell_types,33,
cts,clkTransAtPathRegs,0.04,ns
synthesis,ff_type,"dfstp_2",
floorplan,die-area,0.0108,mm²
critical_path,critPathMaxFanout,4,
final_layout,syn_to_final_growth,56.7,%
floorplan,initial_utilization,0.154,
timing,finalMaxSlewViolations,0,
synthesis,synth.avg_cell_area,10.4,µm²
pwr,power.internal,464,µW
detailed_routing,wire_per_inst,10.6,µm
placement,dp_hpwl,2280,µm
placement,place_congestion,0.722,
floorplan,chipWidth,104,µm
grt,grt_pass1_wl,4350,µm
floorplan,die_h,104,µm
final_layout,final_area,0.00165,mm²
synthesis,edf_count,1,
pwr,finalPower,575,µW
critical_path,arrival,2.16,ns
job,cap_violations,0,
detailed_routing,drt_iter0_drc,15,
grt,grt_usage,0.0476,
critical_path,cp.required,2.00,ns
==> per-stage QoR <==
step	hold WS [ns]	utilization
after global routing	0.358	0.241
after floorplan	0.345	-
final	0.354	0.241
after CTS	0.357	0.241
after detailed placement	0.350	0.227
after global placement	0.347	0.227
==> cell usage in the layout (no fill, tap or decap), drive strengths merged, types with 2 or more instances in the layout <==
cell	netlist	layout
or3b	2	2
nand2	11	11
ha	4	4
nor2b	2	2
nand2b	4	4
dlygate4sd2	0	4
buf	11	11
a21oi	3	3
dfxtp	5	5
nand3	5	5
or4	2	2
clkdlybuf4s50	0	30
dfstp	17	17
o21a	3	3
conb	1	8
clkbuf	0	8
or2	2	2
inv	8	10
nor2	6	6
==> state kept, by name, indices dropped and copies added, names as in the netlist <==
signal / count
AS20DLY: 1
AS20DLY2: 1
AS_INT: 1
ATA.ASDLY: 1
ATA.ASDLY2: 1
ATA.DTACK_INT: 1
ATA.IOR_INT: 1
ATA.IOW_INT: 1
AVEC_INT: 1
BUSEN_D: 1
CPCS_INT: 1
FASTCYCLE: 1
LDS_INT: 1
M6800BUS.DSACK1_SYNC: 1
M6800BUS.E: 1
M6800BUS.Q: 4
M6800BUS.VMA_SYNC: 1
S0MASK: 1
S4MASK: 1
UDS_INT: 1
==> per-layer routing <==
layer / GRT usage / vias up / part of all wire / wire length (µm)
met5: 0 / - / 0 / 0
met4: 0.0169 / 0 / 0.031 / 82
met3: 0.0125 / 4 / 0.052 / 137
met2: 0.0730 / 32 / 0.44 / 1150
met1: 0.0633 / 370 / 0.48 / 1270
li1: - / 422 / - / -
==> cells by family after synthesis <==
| group | count (synthesis) | synth area share |
|---|---|---|
| AND/OR/NAND/NOR | 42 | 0.219 |
| flip-flops | 23 | 0.548 |
| buffers and inverters | 19 | 0.105 |
| AND-OR/OR-AND | 11 | 0.0690 |
| adder cells (fa/ha/maj) | 4 | 0.0476 |
| XOR/XNOR | 1 | 0.00832 |
| other | 1 | 0.00356 |
==> cell type report <==
| cell class | instances | area [µm²] |
|---|---|---|
| clock buffer | 8 | 90.1 |
| timing repair buffer | 46 | 427 |
| fill | 745 | 5180 |
| multi-input combinational | 66 | 398 |
| tap | 96 | 120 |
| inverter | 7 | 26.3 |
| sequential | 23 | 577 |
| clock inverter | 3 | 11.3 |
==> power groups by stage <==
stage         sequential, mW  clock, mW  combinational (mW)
CTS                    0.273      0.261              0.0507
finish                 0.273      0.252              0.0494
global route           0.274      0.283              0.0549
==> worst max-delay path: cells and delay by family <==
kind	cells	cell delay [ns]
buf+inv	1	0.09
simple gates	3	1.35
==> final timing paths <==
| check | cells after the start | end | start |
|---|---|---|---|
| max in group clk0 | 1 | IOW | ATA.IOW_INT |
| max in group asynchronous | 2 | ATA.IOR_INT | AS20 |
| setup reg to reg | 1 | S4MASK | ATA.DTACK_INT |
| setup / recovery | 4 | ATA.IOR_INT | A[16] |
| hold reg to reg | 0 | AS20DLY2 | AS20DLY |
| min in group asynchronous | 2 | M6800BUS.VMA_SYNC | VPA |
| hold / removal | 0 | AS20DLY2 | AS20DLY |
| min in group clk0 | 0 | S0MASK | AS_INT |
==> repair_timing <==
action                                  in CTS  in global routing
setup buffers                                1                  0
gates resized                               19                  0
endpoints found under the setup margin       8                  3
pin swaps                                    5                  1
Power is estimated from default activity; no workload was simulated.
