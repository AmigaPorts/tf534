$ cat /design/flow/run.sh
#!/bin/bash
# OpenROAD 26Q1-2900-gdf79404cd8, Yosys 0.63+post, stock flow scripts
make -C /OpenROAD-flow-scripts/flow DESIGN_CONFIG=/design/flow/config.mk WORK_HOME=/design/flow/orfs finish
$ cat /design/flow/design.v
`timescale 1 ns / 1 ns  
module zxmmc (
           CLOCK,
           nRESET,
           CLKEN,
           ENABLE,
           RS,
           nWR,
           DI,
           DO,
           SD_CS0,
           SD_CS1,
           SD_WCS,
           SD_CLK,
           SD_MOSI,
           SD_MISO);
input   CLOCK;
input   nRESET;
input   CLKEN;
input   ENABLE;
input   RS;
input   nWR;
input   [7:0] DI;
output   [7:0] DO;
output   SD_CS0;
output   SD_CS1;
output 	SD_WCS;
output   SD_CLK;
output   SD_MOSI;
input    SD_MISO;
wire    [7:0] DO;
reg     SD_CS0;
reg     SD_CS1;
reg     SD_WCS;
reg 	  done;
wire    SD_CLK;
wire    SD_MOSI;
reg     [3:0] counter;
reg     [8:0] shift_reg;
reg     [7:0] in_reg;
assign DO = RS ? in_reg : {4'h5, SD_WCS, done, SD_CS1, SD_CS0};
assign SD_CLK = counter[0];
assign SD_MOSI = shift_reg[8];
always @(posedge CLOCK)
begin
    if (nRESET === 1'b 0) begin
        SD_CS0 <= 1'b 1;
        SD_CS1 <= 1'b 1;
        SD_WCS <= 1'b 1;
    end else if (CLKEN === 1'b 1) begin
        if (ENABLE === 1'b 1 & RS === 1'b 0 & nWR === 1'b 0) begin
            SD_CS0 <= DI[0];
            SD_CS1 <= DI[1];
            SD_WCS <= DI[3];
        end
    end
end
always @(posedge CLOCK)
begin
    if (nRESET === 1'b 0) begin
        shift_reg <= {9{1'b 1}};
        in_reg <= {8{1'b 1}};
        counter <= 4'b 1111;    
        done <= 1'b0;
    end else if (CLKEN === 1'b 1) begin
        if (counter === 4'b 1111) begin
            in_reg <= shift_reg[7:0];
            done <= 1'b1;
            if (ENABLE === 1'b 1 & RS === 1'b 1) begin
                if (nWR === 1'b 1) begin
                    shift_reg <= {9{1'b 1}};
                end else begin
                    shift_reg <= {DI, 1'b 1};
                end
                done <= 1'b0;
                counter <= 4'b 0000;   
            end
        end else begin
            counter <= counter + 1;
            if (counter[0] === 1'b 0) begin
                shift_reg[0] <= SD_MISO;
            end else begin
                shift_reg <= {shift_reg[7:0], 1'b 1};
            end
        end
    end
end
endmodule  
$ cat /design/flow/constraint.sdc
current_design zxmmc

set clk_period 2.2
set clk_io_pct 0.2

create_clock -name clk0 -period $clk_period [get_ports {CLOCK}]

set non_clock_inputs [all_inputs -no_clocks]
set_input_delay [expr $clk_period * $clk_io_pct] -clock clk0 $non_clock_inputs
set_output_delay [expr $clk_period * $clk_io_pct] -clock clk0 [all_outputs]
$ cat /design/flow/config.mk
export PLATFORM = sky130hd
export DESIGN_NAME = zxmmc
export DESIGN_NICKNAME = zxmmc
export VERILOG_FILES = /design/flow/design.v
export SDC_FILE = /design/flow/constraint.sdc
export NUM_CORES = 4
export LEC_CHECK = 1
export CORE_AREA = 10 10 99 99
export DIE_AREA = 0 0 109 109
==> results.yml <==
# implementation run metrics
outcome:
  status: "complete, no violations"
final_timing:
  holdWs_ns: 0.4811
  report.final.slew_viol_count: 0
  clock_skew_ns: 0.002893
  slew_headroom_pct: 72.37
  max_freq_mhz: 488.7
  fin_crit_ns: 2.046
  tightest_slew_ns: 0.4133
  rsz0062_at_grt: "false"
  hold_viol_final: 0
  finalSetupViolCount: 0
  finalClockPeriodUsage_pct: 93.02
  setup_ws_ns: 0.1536
power_and_ir_drop:
  p_per_area_nw_per_um2: 985.7
  irDropWorstVdd_mv: 0.3932
  power_leakage_nw: 0.6707
global_route:
  antenna_found_initial: 0
  grt_pass1_vias: 986
  gr-total-overflow: 0
  grt_usage_pct: 5.516
  grt_max_degree: 26
  grt_pass1_wl_um: 5181
placement:
  place_congestion: 0.7616
  dp.cells: 254
  io_buffers: 27
  pre_cts_ws_ns: -0.1077
  post-dp-hpwl_um: 2315
cells_and_area:
  post-route-util_pct: 21.92
  fill_cells: 841
  drive_gt1_share_pct: 16.46
  logic_area_um2: 613.1
  regArea_um2: 500.5
  instances_no_fill: 260
  largest_reg_flops: 9
  area.growth.synth_to_final_pct: 42.68
setup_path:
  crit_required_ns: 1.76
  worst-path-max-fanout: 5
  cp_top_family: "buffers and inverters"
  crit_chain: "dlygate4sd2_1, buf_12, mux2_2, clkdlybuf4s50_1"
  r2r_slack_ns: 0.45
  cp.depth: 4
  critPathSlowestCell: "clkdlybuf4s50_1"
  start_kind: "input port"
  reg2reg_depth: 6
  path_class: "in2out"
  end_kind: "output port"
  critPathMaxStageDelay_ns: 0.43
  worstPathArrival_ns: 1.61
  critPathBufInv: 3
  r2r_start: "counter[0]"
  rr_endpoint: "counter[1]"
drt:
  num_antenna_cells: 0
  wl_um: 3214
  via_per_inst: 3.888
  drc: 0
  firstDrtPassIters: 4
  avgRoutedWirePerCell_um: 12.36
  ant_nets: 0
  drt_iter0_drc: 42
  vias: 1011
synth:
  ys_area_um2: 1187
  ys_seq_share_pct: 42.15
  syn_inst: 126
  numSynthFlops: 25
  syn_area_um2: 1187
  synth.distinct_cells: 30
  yosys_warnings: 1
  yosysCellCount: 126
  avgSynthCellArea_um2: 9.424
die:
  initCoreUtil_pct: 15.37
  die_h_um: 109
  chipArea_um2: 11880
  rows: 32
  die_width_um: 109
  coreArea_um2: 7727
  pin_count: 28
clock_network:
  clk_path_buf_depth: 2
  clock_latency_ns: 0.27
  root_buffer: "clkbuf_8"
  path_clk_slew_ns: 0.09
  cts.sinks: 25
  htree_levels: 1
  cts_tree: "done"
  cts_buffers: 3
run:
  warnings: 25
  cap_violations: 0
hold_path:
  hp-class: "reg2reg"
  hold_path.startpoint: "in_reg[6]"
  holdPathStages: 2
  hold_path_end: "in_reg[6]"
[synth_stat cells]
cell | instances | share of area (%)
dfxtp_1 | 25 | 42
nand2_1 | 20 | 6.3
o211ai_1 | 18 | 11
inv_1 | 8 | 2.5
or3_1 | 8 | 4.2
o211ai_2 | 6 | 6.3
and2_1 | 4 | 2.1
mux2_2 | 4 | 3.8
mux2i_1 | 4 | 3.4
clkbuf_1 | 3 | 0.95
nand3_1 | 3 | 1.3
o21ai_0 | 3 | 1.3
buf_2 | 2 | 0.84
nand2b_1 | 2 | 1.1
a21oi_1 | 1 | 0.42
a41oi_1 | 1 | 0.74
and3_1 | 1 | 0.53
buf_1 | 1 | 0.32
buf_4 | 1 | 0.63
buf_6 | 1 | 0.95
ha_1 | 1 | 1.1
nand3b_1 | 1 | 0.63
nand4_4 | 1 | 1.8
nor2_1 | 1 | 0.32
nor2b_1 | 1 | 0.53
nor3_1 | 1 | 0.42
nor3_2 | 1 | 0.84
o211a_1 | 1 | 0.84
o22ai_4 | 1 | 1.7
xor2_1 | 1 | 0.74
[cells by family (layout without fill, tap and decap cells)]
family	after synthesis	count (layout)	synth area share (%)
XOR/XNOR	1	1	0.7378
multiplexers	8	8	7.165
flip-flops	25	25	42.15
adder cells (fa/ha/maj)	1	1	1.054
AND/OR/NAND/NOR	44	44	20.02
buffers and inverters	16	48	6.217
AND-OR/OR-AND	31	31	22.65
[metrics by stage]
stage	setup TNS (ns)	cell area, um2	power [W]
2_1_floorplan	0	1187	0.001152
3_3_place_gp	-0.3642	1607	0.001389
3_5_place_dp	-0.3620	1607	0.001394
4_1_cts	0	1694	0.001686
5_1_grt	0	1694	0.001808
6_report	0	1694	0.001670
[area by class of cell]
type                       instances  share of cell area [%]
sequential                        25                   29.54
tap                              102                   7.533
multi-input combinational         85                   36.19
timing repair buffer              36                   22.08
clock buffer                       3                   2.437
clock inverter                     1                  0.4431
inverter                           8                   1.773
[placed cells by master, fill, tap and decap left out, drive strengths merged]
cell type,n
clkbuf,3
nor2b,1
nand2b,2
nand3,3
nor3,2
and2,4
o21ai,3
bufbuf,1
mux2,4
inv,8
clkinvlp,1
a41oi,1
xor2,1
a21oi,1
nand4,1
o22ai,1
o211a,1
or3,8
o211ai,24
nand2,20
mux2i,4
nor2,1
dfxtp,25
nand3b,1
ha,1
clkdlybuf4s50,26
buf,8
dlygate4sd2,1
and3,1
[report_power, final]
| group | switching, W | total, W | internal [W] | leakage, nW |
|---|---|---|---|---|
| combinational | 0.000363 | 0.000723 | 0.000360 | 0.443 |
| sequential | 0.0000873 | 0.000666 | 0.000579 | 0.206 |
| clock | 0.000152 | 0.000280 | 0.000128 | 0.0217 |
| total | 0.000602 | 0.00167 | 0.00107 | 0.671 |
[what timing repair did]
| action | 4_1_cts | 5_1_grt |
|---|---|---|
| setup buffers | 1 | 0 |
| endpoints found under the setup margin | 4 | 0 |
| resized | 1 | 0 |
| hold buffers | 0 | 0 |
[worst max-delay path by stage]
stage | startpoint | to | slack (ns)
CTS | RS | DO[2] | 0.12
global route | RS | DO[2] | 0.09
finish | RS | DO[2] | 0.15
[worst min-delay path, cell delays in order, from the launching register on]
cell and delay [ns]:
dfxtp_1 0.33, nand2_1 0.05, o211ai_1 0.07
[per-layer routing]
metal	GRT usage [%]	routed length (um)
met1	7.575	1591
met2	8.826	1440
met3	1.493	159
met4	0.4708	23
met5	0	0
No activity file was given, so power comes from the tool's default toggle rates.
