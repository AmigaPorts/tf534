### flow/design.v
`timescale 1ns / 1ps
module autoconfig(
           input        RESET,
           input 	     AS20,
           input 	     RW20,
           input 	     DS20,
           input [31:0] A,
           input [7:0]  D,
           output [7:4] DOUT,
           output 	     ACCESS,
           output [1:0] DECODE
       );
localparam RAM_CARD = 1;
localparam SPI_CARD = 0;
localparam CONFIGURING_RAM = 2'b01;
localparam CONFIGURING_SPI = 2'b00;
reg [1:0] config_out = 'd0;
reg [1:0] configured = 'd0;
reg [1:0] shutup = 'd0;
reg [7:4] data_out = 'd0;
wire Z2_ACCESS = ({A[31:16]} != {16'h00E8}) | (&config_out);
wire Z2_WRITE = (Z2_ACCESS | RW20);
wire [5:0] zaddr = {A[6:1]};
always @(posedge AS20 or negedge RESET) begin
    if (RESET == 1'b0) begin
        config_out <= 'd0;
    end else begin
        config_out <= configured | shutup;
    end
end
always @(negedge DS20 or negedge RESET) begin
    if (RESET == 1'b0) begin
        configured <= 'd0;
        shutup <= 'd0;
        data_out[7:4] <= 4'hf;
    end else begin
        if (Z2_WRITE == 1'b0) begin
            case (zaddr)
                'h24: begin  
                    if (config_out == CONFIGURING_SPI) configured[SPI_CARD] <= 1'b1;
                    if (config_out == CONFIGURING_RAM) configured[RAM_CARD] <= 1'b1;
                end
                'h26: begin  
                    if (config_out == CONFIGURING_SPI) shutup[SPI_CARD] <= 1'b1;
                    if (config_out == CONFIGURING_RAM) shutup[RAM_CARD] <= 1'b1;
                end
            endcase
        end
        case (zaddr)
            6'h00: begin
                if (config_out == CONFIGURING_SPI) data_out[7:4] <= 4'hc;
                if (config_out == CONFIGURING_RAM) data_out[7:4] <= 4'he;
            end
            6'h01: begin
                if (config_out == CONFIGURING_SPI) data_out[7:4] <= 4'h1;
                if (config_out == CONFIGURING_RAM) data_out[7:4] <= 4'h7;
            end
            6'h02: begin
                if (config_out == CONFIGURING_SPI) data_out[7:4] <= 4'h7;
                if (config_out == CONFIGURING_RAM) data_out[7:4] <= 4'hf;
            end
            6'h03: data_out[7:4] <= 4'he;
            6'h04: data_out[7:4] <= 4'h7;
            6'h08: data_out[7:4] <= 4'he;
            6'h09: data_out[7:4] <= 4'hc;
            6'h0a: data_out[7:4] <= 4'h2;
            6'h0b: data_out[7:4] <= 4'h7;
            6'h11: data_out[7:4] <= 4'hd;
            6'h12: data_out[7:4] <= 4'he;
            6'h13: data_out[7:4] <= 4'hd;
            default: data_out[7:4] <= 4'hf;
        endcase
    end
end
assign DECODE[SPI_CARD] = ({A[23:16]} != {8'he9}) | ~config_out[SPI_CARD] | shutup[SPI_CARD];
assign DECODE[RAM_CARD] = (({A[23:21]} != {3'b001}) & ({A[23:21]} != {3'b010})) | ~config_out[RAM_CARD] | shutup[RAM_CARD];
assign ACCESS = Z2_ACCESS;
assign DOUT = data_out;
endmodule
### flow/run.sh
#!/bin/bash
# OpenROAD 26Q1-2900-gdf79404cd8, Yosys 0.63+post, stock flow scripts
make -C /OpenROAD-flow-scripts/flow DESIGN_CONFIG=/design/flow/config.mk WORK_HOME=/design/flow/orfs finish
### flow/config.mk
export PLATFORM = sky130hd
export DESIGN_NAME = autoconfig
export DESIGN_NICKNAME = autoconfig
export VERILOG_FILES = /design/flow/design.v
export SDC_FILE = /design/flow/constraint.sdc
export NUM_CORES = 4
export LEC_CHECK = 1
export CORE_AREA = 10 10 94 94
export DIE_AREA = 0 0 104 104
### flow/constraint.sdc
current_design autoconfig

set clk_period 1.4
set clk_io_pct 0.2

create_clock -name clk0 -period $clk_period [get_ports {AS20}]
create_clock -name clk1 -period $clk_period [get_ports {DS20}]

set non_clock_inputs [all_inputs -no_clocks]
set_input_delay [expr $clk_period * $clk_io_pct] -clock clk0 $non_clock_inputs
set_output_delay [expr $clk_period * $clk_io_pct] -clock clk0 [all_outputs]
==> reports/metrics.yaml <==
drt_iter0_markers: 29
ys_types: 39
lay_top_cells: "buf_4 (23), buf_6 (13), clkdlybuf4s50_1 (10), nor2_1 (8), inv_1 (8)"
path_buffers: 2
status: "finished, violations left"
dp_hpwl_mm: 2.39
critPathArrivalTime_ns: 1.57
viasPerCell: 3.70
crit_family: "simple AND/OR/NAND/NOR gates"
yosysChipArea_um2: 739
ys_cells: 84
vias: 925
synth_flops: 10
io_pins: 51
synth_area_per_cell_um2: 8.80
port-buffer-count: 31
cap_violations: 0
slew_headroom_pct: 80.2
intPower_uw: 844
placed_area_mm2: 0.00138
grt_max_degree: 16
switchingPower_uw: 277
finClkSkew_ns: 0
seqPwrFrac_pct: 27.4
final_util_pct: 23.1
drv_slew: 0
cts_tree: "built"
flop_cell: "dfstp_2"
antennaDiodeCount: 0
critPathMaxStageDelay_ns: 0.53
die_h_um: 104
final.setup.worst_slack_ns: -0.592
required_ns: 0.98
synthCells: 84
edf_count: 0
core_area_mm2: 0.00683
critical_path.reg2reg.endpoint: "configured[0]$_DFFE_NN0P_"
cp_slowest_cell: "or4_4"
overflow: 0
cp-end-kind: "flop"
syn2layout_area_growth_pct: 113
total_power_mw: 1.12
ys_seq_share_pct: 34.5
warnings: 51
grt_pass1_vias: 958
p_clk_share_pct: 52.3
r2r_slack_ns: -0.55
crit_type: "input port to flop"
p_per_area_mw_per_mm2: 711
wirelength_mm: 3.05
finalHoldViolCount: 0
netlist_area_um2: 739
grt_pass1_wl_mm: 4.98
clk_pin_slew_ns: 0.04
dr.pass1.iters: 4
p_sw_share_pct: 24.7
power_leakage_nw: 0.702
grt.total_usage_pct: 5.59
startpoint: "A[26]"
path_cells: "clkbuf_2 > or4_4 > a2111oi_4 > and3_4 > buf_6 > a41o_1"
whs_endpoint: "configured[1]$_DFFE_NN0P_"
holdPathStages: 1
clock_sinks: 10
crit_path_max_fanout: 4
lay_top_count: "buf_4"
route.detailed.drc: 0
routabilityCongestion: 0.868
crit_cells: 6
r2r-start: "config_out[0]$_DFF_PN0_"
tightest_slew_ns: 0.297
min_path_type: "flop to flop"
synth-async-reset-ratio_pct: 100
r2r_cells: 5
final_cell_area_mm2: 0.00158
core.rowCount: 30
p_comb_share_pct: 20.3
peakVddDrop_uv: 206
setup_viol_count_final: 17
hp-start: "configured[1]$_DFFE_NN0P_"
die_w_um: 104
dieArea_mm2: 0.0108
violations: "setup timing"
initial_core_util_pct: 10.8
ant_nets: 0
antenna_found_initial: 0
yosysWarnings: 1
wl_per_cell_um: 12.2
rsz0062_at_grt: "true"
layout-drive-gt1-share_pct: 48.7
worstSetupStartpointType: "input port"
## sequential cells by signal, indices dropped and copies added, names as in the netlist
register and flops:
shutup 2, config_out 2, data_out 4, configured 2
## power groups by stage
stage                 clock (mW)  sequential, mW  combinational, mW
final                      0.586           0.307              0.228
after CTS                  0.598           0.307              0.227
after global routing       0.650           0.307              0.248
## Yosys cell counts, types with 4 or more instances
cell | n | area share [%]
dfstp_2 | 4 | 14
dfrtn_1 | 4 | 14
nor2_1 | 9 | 4.6
inv_1 | 5 | 2.5
a41o_1 | 4 | 5.4
nor4b_1 | 4 | 4.7
## metrics by stage
step                      cells  setup WS, ns  hold WS, ns  TNS, ns
final                       250        -0.592        0.418    -8.04
after global routing        250        -0.647        0.430    -8.78
after CTS                   248        -0.681        0.417    -8.67
after detailed placement    232         -1.15        0.417   -14.41
after global placement      232         -1.13        0.411   -14.25
after floorplan              84        -0.657      -0.0156    -5.24
## logic make-up after synthesis
family | share of synthesized area (%)
buffers and inverters | 5.58
AND-OR/OR-AND | 22.8
multiplexers | 1.35
flip-flops | 34.5
AND/OR/NAND/NOR | 33.3
XOR/XNOR | 2.37
## how the worst max path moves through the flow
stage / endpoint / slack [ns]
after CTS: configured[0]$_DFFE_NN0P_ / -0.68
after global routing: shutup[0]$_DFFE_NN0P_ / -0.65
final: configured[0]$_DFFE_NN0P_ / -0.59
## timing repair
action                     CTS  global route
pin swaps                   17             9
resized                     74             9
setup buffers                5             2
hold buffers                 0             0
setup endpoints to repair   17            17
## per-layer routing
metal  share of wire (%)  track usage [%]  wire length [um]  vias to the layer above
met1                  45             7.14              1370                      437
met3                 8.0             2.82               244                        2
li1                    -                -                 -                      464
met5                   0                0                 0                        -
met4                0.92             1.49                28                        0
met2                  46             8.11              1410                       22
## cell type report
| class | instances | area [um^2] |
|---|---|---|
| tap | 96 | 120 |
| fill | 740 | 5250 |
| inverter | 4 | 15.0 |
| sequential | 10 | 256 |
| clock buffer | 8 | 90.1 |
| timing repair buffer | 64 | 552 |
| clock inverter | 4 | 15.0 |
| multi-input combinational | 64 | 529 |
Power is estimated from default activity; no workload was simulated.
